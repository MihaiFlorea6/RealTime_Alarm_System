==> ./design.v <==
module debouncer #(
    parameter COUNT_MAX = 16'hFFFF  
)(
    input wire i_clk,
    input wire i_btn,
    output reg o_stable_btn = 1'b0
);
    reg [15:0] r_cnt = 16'd0;
    reg r_state = 1'b0;
    always @(posedge i_clk) begin
        if (i_btn == r_state)
            r_cnt <= 16'd0;
        else begin
            r_cnt <= r_cnt + 1'b1;
            if (r_cnt == COUNT_MAX) begin
                r_state <= i_btn;
                o_stable_btn <= i_btn;
            end
        end
    end
endmodule
module display_driver(
  input wire i_clk,
  input wire i_rst,
  input wire [2:0] i_status,        
  output reg [3:0] o_anode,     
  output reg [6:0] o_seg        
);
  reg [17:0] r_refresh_cnt = 18'd0;
  reg [3:0] r_char_code;
  wire [1:0] w_digit_sel = r_refresh_cnt[17:16];
  always @(posedge i_clk) begin
    if (i_rst) r_refresh_cnt <= 18'd0;
    else r_refresh_cnt <= r_refresh_cnt + 1'b1;
  end
  always @(*) begin
    case (w_digit_sel)
      2'b00: o_anode = 4'b1110;   
      2'b01: o_anode = 4'b1101;   
      2'b10: o_anode = 4'b1011;   
      2'b11: o_anode = 4'b0111;   
      default: o_anode = 4'b1111;
    endcase
  end
  always @(*) begin
    case (i_status)
      3'b001: begin   
        case (w_digit_sel)
          2'd0: r_char_code = 4'd3;  
          2'd1: r_char_code = 4'd2;  
          2'd2: r_char_code = 4'd1;  
          2'd3: r_char_code = 4'd0;  
        endcase
      end
      3'b100: begin   
        case (w_digit_sel)
          2'd0: r_char_code = 4'hF;  
          2'd1: r_char_code = 4'd5;  
          2'd2: r_char_code = 4'd8;  
          2'd3: r_char_code = 4'd7;  
        endcase
      end
      default: r_char_code = 4'hE;  
    endcase
  end
  always @(*) begin
    case (r_char_code)
      4'd0: o_seg = 7'b1000000;  
      4'd1: o_seg = 7'b0001100;  
      4'd2: o_seg = 7'b0000110;  
      4'd3: o_seg = 7'b0101011;  
      4'd5: o_seg = 7'b1001110;  
      4'd7: o_seg = 7'b1000000;  
      4'd8: o_seg = 7'b1000001;  
      4'hE: o_seg = 7'b0111111;  
      4'hF: o_seg = 7'b1111111;  
      default: o_seg = 7'b1111111; 
    endcase
  end
endmodule
module one_pulse(
    input wire i_clk,
    input wire i_signal,
    output wire o_pulse
);
    reg r_signal_dly = 1'b0;
    always @(posedge i_clk) begin
       r_signal_dly <= i_signal;
    end
    assign o_pulse = i_signal & ~r_signal_dly;
endmodule
module pin_register(
    input wire i_clk,
    input wire i_rst,
    input wire i_load_en,  
    input wire [3:0] i_sw_val,  
    output reg [3:0] o_stored_pin  
);
    always @(posedge i_clk) begin
        if (i_rst) begin
            o_stored_pin <= 4'b0000;
        end else if (i_load_en) begin
            o_stored_pin <= i_sw_val;
        end
    end
endmodule
module pin_verifier(
  input wire i_clk,
  input wire i_rst,
  input wire [3:0] i_user_pin,  
  input wire [3:0] i_stored_pin,  
  input wire i_valid_pulse,  
  output reg [2:0] o_system_state  
);
  localparam S_IDLE = 3'b000;
  localparam S_OPEN = 3'b001;
  localparam S_WRONG = 3'b010;
  localparam S_LOCKED = 3'b100;
  reg [1:0] r_fail_cnt;
  reg [2:0] r_state;
  always @(posedge i_clk) begin
      if (i_rst) begin
          r_state <= S_IDLE;
          r_fail_cnt <= 2'd0;
          o_system_state <= S_IDLE;
      end else begin
          case (r_state)
              S_IDLE: begin
                  if (i_valid_pulse) begin
                      if (i_user_pin == i_stored_pin) begin
                          r_state <= S_OPEN;
                          r_fail_cnt <= 2'd0;
                      end else begin
                          r_fail_cnt <= r_fail_cnt + 1'b1;
                          if (r_fail_cnt >= 2'd2) r_state <= S_LOCKED;
                          else r_state <= S_WRONG;
                      end
                  end
              end
              S_OPEN : o_system_state <= S_OPEN;  
              S_WRONG: r_state <= S_IDLE;  
              S_LOCKED: o_system_state <= S_LOCKED;  
              default: r_state <= S_IDLE;
          endcase  
          if (r_state == S_WRONG) o_system_state <= (r_fail_cnt == 2'd1) ? 3'b010 : 3'b011;
      end
  end          
endmodule
module top_module(
    input wire clk,
    input wire btnR, btnL, btnD,  
    input wire [3:0] sw,
    output wire [3:0] an,
    output wire [6:0] seg,
    output wire uart_tx_out
);
    parameter DEBOUNCE_LIMIT = 16'hFFFF;
    wire [3:0] w_stored_pin;
    wire [2:0] w_system_status;
    wire w_deb_L, w_deb_D, w_deb_R;
    wire w_pulse_L, w_pulse_R, w_pulse_D;
    reg r_uart_trigger;
    debouncer #(.COUNT_MAX(DEBOUNCE_LIMIT)) dbL(.i_clk(clk), .i_btn(btnL), .o_stable_btn(w_deb_L));
    one_pulse opL(.i_clk(clk), .i_signal(w_deb_L), .o_pulse(w_pulse_L));
    debouncer #(.COUNT_MAX(DEBOUNCE_LIMIT)) dbD(.i_clk(clk), .i_btn(btnD), .o_stable_btn(w_deb_D));
    one_pulse opD(.i_clk(clk), .i_signal(w_deb_D), .o_pulse(w_pulse_D));
    debouncer #(.COUNT_MAX(DEBOUNCE_LIMIT)) dbR(.i_clk(clk), .i_btn(btnR), .o_stable_btn(w_deb_R));
    one_pulse opR(.i_clk(clk), .i_signal(w_deb_R), .o_pulse(w_pulse_R));
    pin_register master_pin_reg(
         .i_clk(clk), 
         .i_rst(w_pulse_R), 
         .i_load_en(w_pulse_L), 
         .i_sw_val(sw), 
         .o_stored_pin(w_stored_pin));
    pin_verifier core_logic(
         .i_clk(clk), 
         .i_rst(w_pulse_R), 
         .i_user_pin(sw), 
         .i_stored_pin(w_stored_pin), 
         .i_valid_pulse(w_pulse_D), 
         .o_system_state(w_system_status)); 
    display_driver display_unit(
         .i_clk(clk), 
         .i_rst(w_pulse_R), 
         .i_status(w_system_status), 
         .o_anode(an), 
         .o_seg(seg));
    always @(posedge clk) r_uart_trigger <= w_pulse_D;
    uart_string_sender uart_logger(
         .i_clk(clk),
         .i_rst(w_pulse_R), 
         .i_status(w_system_status),
         .i_trigger(r_uart_trigger),
         .o_tx(uart_tx_out),
         .o_busy());
endmodule
module uart_string_sender(
    input wire i_clk,
    input wire i_rst,
    input wire [2:0] i_status,
    input wire i_trigger,  
    output wire o_tx,
    output wire o_busy
);
   localparam S_IDLE = 2'd0, S_SEND = 2'd1, S_WAIT = 2'd2;
   reg [1:0] r_state = S_IDLE;
   reg [3:0] r_char_idx = 4'd0;
   reg [7:0] r_data_to_send;
   reg r_uart_start;
   reg r_trigger_d1;
   wire w_uart_busy;
   wire w_trigger_pulse = i_trigger && !r_trigger_d1;
   uart_tx #(.CLK_FREQ(100000000), .BAUD_RATE(9600)) tx_inst(
       .i_clk(i_clk), .i_rst(i_rst),
       .i_start(r_uart_start), .i_data(r_data_to_send),
       .o_tx(o_tx), .o_busy(w_uart_busy)
   );
   assign o_busy = (r_state != S_IDLE);
   always @(posedge i_clk) begin
       r_trigger_d1 <= i_trigger;
       if (i_rst) begin
           r_state <= S_IDLE;
           r_uart_start <= 1'b0;
           r_char_idx <= 4'd0;
       end else begin
           case (r_state)
               S_IDLE: begin
                   r_uart_start <= 1'b0;
                   if (w_trigger_pulse) begin
                      r_char_idx <= 4'd0;
                      r_state <= S_SEND;
                   end
               end 
               S_SEND: begin
                   r_uart_start <= 1'b1;
                   case (i_status)       
                       3'b001: begin  
                       if (r_char_idx <= 4'd11) begin
                           r_uart_start <= 1'b1;
                           case(r_char_idx)
                               4'd0: r_data_to_send <= "S"; 4'd1: r_data_to_send <= "T";
                               4'd2: r_data_to_send <= "A"; 4'd3: r_data_to_send <= "T";
                               4'd4: r_data_to_send <= "U"; 4'd5: r_data_to_send <= "S";
                               4'd6: r_data_to_send <= ":"; 4'd7: r_data_to_send <= "O";
                               4'd8: r_data_to_send <= "P"; 4'd9: r_data_to_send <= "E";
                               4'd10: r_data_to_send <= "N"; 4'd11: r_data_to_send <= ";";
                           endcase
                           r_state <= S_WAIT;
                       end else r_state <= S_IDLE;  
                       end
                       3'b010: begin  
                       if (r_char_idx <= 4'd12) begin
                           r_uart_start <= 1'b1;    
                           case(r_char_idx)
                               4'd0: r_data_to_send <= "S"; 4'd1: r_data_to_send <= "T";
                               4'd2: r_data_to_send <= "A"; 4'd3: r_data_to_send <= "T";
                               4'd4: r_data_to_send <= "U"; 4'd5: r_data_to_send <= "S";
                               4'd6: r_data_to_send <= ":"; 4'd7: r_data_to_send <= "W";
                               4'd8: r_data_to_send <= "R"; 4'd9: r_data_to_send <= "O";
                               4'd10: r_data_to_send <= "N"; 4'd11: r_data_to_send <= "G";
                               4'd12: r_data_to_send <= ";";
                           endcase
                           r_state <= S_WAIT;
                       end else r_state <= S_IDLE;    
                       end
                       3'b100: begin  
                       if (r_char_idx <= 4'd11) begin
                           r_uart_start <= 1'b1;
                           case(r_char_idx)
                               4'd0: r_data_to_send <= "S"; 4'd1: r_data_to_send <= "T";
                               4'd2: r_data_to_send <= "A"; 4'd3: r_data_to_send <= "T";
                               4'd4: r_data_to_send <= "U"; 4'd5: r_data_to_send <= "S";
                               4'd6: r_data_to_send <= ":"; 4'd7: r_data_to_send <= "L";
                               4'd8: r_data_to_send <= "O"; 4'd9: r_data_to_send <= "C";
                               4'd10: r_data_to_send <= "K"; 4'd11: r_data_to_send <= ";";
                               default: r_state <= S_IDLE;       
                           endcase
                           r_state <= S_WAIT;
                       end else r_state <= S_IDLE;     
                       end
                   default: r_state <= S_IDLE; 
                   endcase
               end
               S_WAIT: begin          
                   r_uart_start <= 1'b0;
                   if (!w_uart_busy && !r_uart_start) begin
                       r_char_idx <= r_char_idx + 1'b1;
                       r_state <= S_SEND;
                   end
               end    
           endcase
       end    
   end         
endmodule
module uart_tx #(
    parameter CLK_FREQ = 100_000_000,
    parameter BAUD_RATE = 9600
)(
    input wire i_clk,
    input wire i_rst,
    input wire i_start,
    input wire [7:0] i_data,
    output reg o_tx = 1'b1,
    output reg o_busy = 1'b0
);
    localparam BIT_PERIOD = CLK_FREQ / BAUD_RATE;
    reg [3:0] r_bit_index = 4'd0;
    reg [15:0] r_clk_cnt = 16'd0;
    reg [9:0] r_tx_shift = 10'b1111111111;  
    always @(posedge i_clk) begin
        if (i_rst) begin
            o_tx <= 1'b1;
            o_busy <= 1'b0;
            r_bit_index <= 4'd0;
            r_clk_cnt <= 16'd0;
        end else begin
            if (i_start && !o_busy) begin
                r_tx_shift <= {1'b1, i_data, 1'b0};   
                o_busy <= 1'b1;
                r_bit_index <= 4'd0;
                r_clk_cnt <= 16'd0;
            end 
            else if (o_busy) begin
                if (r_clk_cnt < BIT_PERIOD - 1) begin
                    r_clk_cnt <= r_clk_cnt + 1'b1;
                end else begin
                    r_clk_cnt <= 16'd0;
                    if (r_bit_index < 10) begin
                        o_tx <= r_tx_shift[r_bit_index];
                        r_bit_index <= r_bit_index + 1'b1;
                    end else begin
                        o_busy <= 1'b0;
                        o_tx <= 1'b1;  
                    end
                end
            end
        end
    end
endmodule
==> ./run.sh <==
#!/bin/bash
# OpenROAD 26Q1-2900-gdf79404cd8, Yosys 0.63+post, stock flow scripts
make -C /OpenROAD-flow-scripts/flow DESIGN_CONFIG=/design/flow/config.mk WORK_HOME=/design/flow/orfs finish
==> ./config.mk <==
export PLATFORM = sky130hd
export DESIGN_NAME = top_module
export DESIGN_NICKNAME = top_module
export VERILOG_FILES = /design/flow/design.v
export SDC_FILE = /design/flow/constraint.sdc
export NUM_CORES = 4
export LEC_CHECK = 1
export CORE_UTILIZATION = 40
==> ./constraint.sdc <==
current_design top_module

set clk_period 3.3
set clk_io_pct 0.2

create_clock -name clk0 -period $clk_period [get_ports {clk}]

set non_clock_inputs [all_inputs -no_clocks]
set_input_delay [expr $clk_period * $clk_io_pct] -clock clk0 $non_clock_inputs
set_output_delay [expr $clk_period * $clk_io_pct] -clock clk0 [all_outputs]
==> impl_metrics.tcl <==
# yosys + openroad results
set metrics [dict create \
    core_um2 15300 \
    slew_viol_final 0 \
    use_met3_pct 2.99 \
    cts_tree "built" \
    drive_gt1_share_pct 11.8 \
    final_cell_mix "dfxtp_1, nor2_1, nand2_1" \
    die_width_um 127 \
    slew-limit-headroom_pct 46.1 \
    finalSetupViolations 0 \
    tns_ns 0 \
    dp_cells 920 \
    crit_type "flip-flop to output port" \
    netlist_instances 711 \
    tool_warnings 35 \
    cp_max_fo 4 \
    fmax_mhz 313 \
    fin_crit_ns 3.19 \
    wire_per_inst_um 12.3 \
    vias 4922 \
    slowest_delay_ns 0.42 \
    startpoint_type "flip-flop" \
    portBuffers 19 \
    ys_cells 711 \
    edf_count 18 \
    ys_seq_share_pct 44.7 \
    grt_remaining_overflow 0 \
    die_y_um 127 \
    fp-row-count 45 \
    grt_max_degree 37 \
    root_buffer "clkbuf_16" \
    grt_use_met1_pct 24.7 \
    grt_pass1_vias 4389 \
    peakVddDrop_mv 0.339 \
    ys_ff 131 \
    grt_busiest_layer "met1" \
    insertedDiodeCount 0 \
    power.density_nw_per_um2 509 \
    grt_use_total_pct 15.4 \
    fp_util_pct 41.1 \
    p_leak_nw 2.63 \
    syn_avg_cell_area_um2 8.82 \
    crit_path_frequent_cell "ha_2" \
    hold_class "flip-flop to flip-flop" \
    gp_congestion 0.845 \
    finalHoldViolCount 0 \
    drcViolationCount 0 \
    ys_area_um2 6270 \
    flop_cell "dfxtp_1" \
    async_flop_share_pct 0 \
    syn_area_um2 6270 \
    antenna_left 0 \
    ys_types 65 \
    clk-insertion-delay-late_ns 0.42 \
    first_pass_iters 5 \
    syn_to_final_growth_pct 19.5 \
    hpwl_um 7740 \
    fin_worst_skew_ns 0.00779 \
    dr.first_iter.drc_count 217 \
    r2r_slack_ns 1.08 \
    tightest_slew_ns 0.809 \
    arrival_ns 2.53 \
    cts.sinks 131 \
    cap_violations 0 \
    clk_pin_slew_ns 0.06 \
    crit_required_ns 2.64 \
    cts_buffers 17 \
    die_area_um2 16200 \
    io_pins 20 \
    finalCritPeriodShare_pct 96.7 \
    timing.hold.ws_ns 0.367 \
    layout_top_cell "dfxtp_1" \
    cts_max_path_buffers 2 \
    antenna_found_initial 0 \
    path_cells "inv_4 > ha_2 > or2_4 > a22oi_2 > inv_2 > buf_4 > ha_2 > nand2_1 > a31oi_2 > clkdlybuf4s50_1" \
    status "completed" \
    finalWirelength_um 11800 \
    grt_use_met2_pct 22.8 \
    ys_warn_count 8 \
    cp-end-kind "output port" \
    viasPerCell 5.14 \
    slowest_stage "clkdlybuf4s50_1" \
    grt_pass1_wl_um 20200 \
    htreeDepth 4 \
    fin_cells 957 \
    postCtsHoldBufs 0 \
]
-- critical path: cells and delay by family (launching register included) --
family | cells | cell delay, ns
buffers and inverters | 4 | 0.71
and+or+nand+nor | 2 | 0.33
AOI/OAI and AO/OA | 2 | 0.36
DFF | 1 | 0.35
adders and majority gates | 2 | 0.37
-- registers in the layout (all words and copies together) (netlist names), 2 cells and up --
register,flops
core_logic.r_state,4
core_logic.o_system_state,3
uart_logger.tx_inst.r_bit_index,4
uart_logger.tx_inst.r_tx_shift,8
uart_logger.r_state,2
uart_logger.r_char_idx,4
dbD.r_cnt,16
display_unit.r_refresh_cnt,18
uart_logger.tx_inst.r_clk_cnt,16
core_logic.r_fail_cnt,2
dbR.r_cnt,16
uart_logger.r_data_to_send,7
dbL.r_cnt,16
master_pin_reg.o_stored_pin,4
-- path summary, 6_finish.rpt --
kind,from,end,depth (start not counted)
max,display_unit.r_refresh_cnt[16],seg[0],10
min,r_uart_trigger,uart_logger.r_trigger_d1,0
max reg2reg,uart_logger.r_char_idx[0],uart_logger.r_data_to_send[0],6
min reg2reg,r_uart_trigger,uart_logger.r_trigger_d1,0
-- Yosys cell counts (4+ instances only) --
master / count / area, um2
nor2_1: 81 / 304
a31oi_1: 8 / 50.1
o21ai_0: 38 / 190
clkbuf_1: 28 / 105
or3_1: 13 / 81.3
xnor2_1: 34 / 298
nand3_1: 28 / 140
a31o_2: 5 / 43.8
a21o_1: 4 / 30.0
nand4_1: 17 / 106
dfxtp_1: 113 / 2260
and3_1: 10 / 62.6
xor2_1: 28 / 245
nor3_1: 35 / 175
and2_1: 8 / 50.1
nor4_1: 11 / 68.8
inv_1: 28 / 105
and4_1: 4 / 35.0
nand2_1: 49 / 184
o211ai_1: 4 / 30.0
a21oi_1: 46 / 230
mux2i_1: 10 / 100
edfxtp_1: 18 / 541
a22oi_1: 4 / 30.0
ha_1: 20 / 250
nand2b_1: 9 / 56.3
nor2b_1: 6 / 37.5
-- metal layers --
layer / share of wire, % / routed length, um
met5: 0 / 0
met4: 1.7 / 199
met3: 3.8 / 447
met2: 43 / 5060
met1: 52 / 6110
-- kinds of logic after synthesis --
group,synth area share (%)
compound gates,13.0
xor+xnor,8.66
mux,2.13
fa+ha+maj,3.99
simple gates,23.8
buf+inv,3.71
other cells,0.0598
flops,44.7
-- per-stage QoR --
step / util (%) / worst slack (ns) / cell area, um2 / total power, mW
5_1_grt: 49.1 / -0.00177 / 7490 / 3.94
3_5_place_dp: 43.8 / 0.127 / 6690 / 1.80
3_3_place_gp: 43.8 / 0.189 / 6690 / 1.80
2_1_floorplan: - / 0.445 / 6270 / 1.76
4_1_cts: 48.5 / 0.0208 / 7400 / 3.86
6_report: 49.1 / 0.109 / 7490 / 3.82
-- report_power, final --
group	internal, mW	switching (mW)
registers	1.63	0.0194
logic	0.0552	0.0624
clock network	1.33	0.711
total	3.02	0.793
-- layout make-up --
| cell class | count | area (um2) |
|---|---|---|
| Clock inverter | 11 | 160 |
| Clock buffer | 21 | 503 |
| Fill cell | 1335 | 7770 |
| Sequential cell | 131 | 2810 |
| Tap cell | 211 | 264 |
| Inverter | 29 | 111 |
| Multi-Input combinational cell | 519 | 3330 |
| Timing Repair Buffer | 35 | 318 |
-- timing repair --
action	in CTS	in global routing
setup endpoints to repair	7	6
hold endpoints to repair	0	0
setup buffers	4	1
resized	13	22
pin swaps	4	7
No activity file was given, so power comes from the tool's default toggle rates.
